==> ./design.v <==
module CounterWLoad #(
    parameter bit_width = 64
)(
	input clk,                    
	input clk_en,                 
	input rst,                    
    input load_en,               
    input  [bit_width-1:0] dIN,
    output [bit_width-1:0] dOUT   
);
	reg [bit_width-1:0] Count = '0;
	assign dOUT = Count;
	always_ff @(posedge clk or posedge rst) begin : proc_Count
		if(rst) begin
			Count <= '0;
		end 
	    else if(clk_en) begin
			if (!load_en) begin
				Count <= Count + 1'b1;
			end
			else begin
	        	Count <= dIN;
	        end
	    end	
	end
endmodule
==> ./run.sh <==
#!/bin/bash
# OpenROAD 26Q1-2900-gdf79404cd8, Yosys 0.63+post, stock flow scripts
make -C /OpenROAD-flow-scripts/flow DESIGN_CONFIG=/design/flow/config.mk WORK_HOME=/design/flow/orfs finish
==> ./config.mk <==
export PLATFORM = sky130hd
export DESIGN_NAME = CounterWLoad
export DESIGN_NICKNAME = CounterWLoad
export VERILOG_FILES = /design/flow/design.v
export SDC_FILE = /design/flow/constraint.sdc
export NUM_CORES = 4
export LEC_CHECK = 1
export CORE_UTILIZATION = 50
==> ./constraint.sdc <==
current_design CounterWLoad

set clk_period 12.0
set clk_io_pct 0.2

create_clock -name clk0 -period $clk_period [get_ports {clk}]

set non_clock_inputs [all_inputs -no_clocks]
set_input_delay [expr $clk_period * $clk_io_pct] -clock clk0 $non_clock_inputs
set_output_delay [expr $clk_period * $clk_io_pct] -clock clk0 [all_outputs]
==> run summary <==
reg2reg path depth = 6
antenna viol nets, final = 0
CP Launch Type = primary input
Worst setup EP type = register
Worst Max-Slew Pin Slew = 772 ps
count of tool warnings = 27
crit-path cells = buf_2 > buf_4 > inv_2 > buf_4 > nor2_1 > buf_4 > a311oi_1 > a211oi_1
run status = complete, no violations
relative slew slack = 48.5%
fin util = 70.0%
CTS H-Tree Depth = 3
Via density = 6.36
GP Congestion = 0.864
Rows = 33
CP arrival = 4950 ps
Yosys warnings = 1
worst r2r dst = Count[59]
crit-path max FO = 73
Power Density = 110 mW/mm^2
drt first pass iters = 5
io pins = 132
TritonCTS Buffers = 9
Biggest register = Count
Post-Syn Instances = 521
LEAKAGE = 2.15 nW
mean area per synthesized cell = 8.12 um^2
hold path depth = 1
CTS Hold Bufs = 0
Congestion Overflow GR = 0
Peak VDD IR = 61.9 uV
cell mode on critical path = buf_4
Seq share, synth = 37.8%
r2r setup slk = 9430 ps
DRC = 0
count of maximum capacitance violations = 0
slowest stage delay, CP = 560 ps
Vias = 4,723
Chip Area, Yosys = 0.00423 mm^2
count leader, synth = dfrtp_1
Buf/Inv on CP = 5
RSZ-0062 raised after global routing = no
die span in x = 94.0 um
Post-synth EDFFs = 0
Worst Path Class, Setup = in -> reg
WL per Instance = 17.1 um
first-pass GRT wire length = 20,500 um
antenna diode count = 0
crit path max-delay cell type = buf_4
Critical Path RT = 12,260 ps
Largest regs = Count x64
Yosys Instances = 521
postcts setup bufs = 0
FF-to-FF Start = Count[8]
Yosys top cell by area = dfrtp_1
Initial Util = 51.5%
Async SR Flop Fraction = 100%
TNS Setup = 0 ps
chip height = 94.0 um
clk sinks = 64
Clock Tree Buf Depth = 2
initial antenna violation count = 0
area grow syn2layout = 35.9%
Post-synth top cells = 64 x dfrtp_1, 59 x nand2_1, 49 x a21oi_1, 39 x nor2_1, 35 x o21ai_0
biggest area cells = dfrtp_1 38%, a21oi_1 5.8%, nand2_1 5.2%
minimum clock period = 4690 ps
vias in the first global route = 4,178
Tot GR Track Use = 30.1%
Commonest flop = dfrtp_1
Final Hold Vio Count = 0
distinct cell type count after synthesis = 65
die area = 0.00884 mm^2
CTS tree = done
Finish-stage setup viols = 0
Late-Pin Clk Latency = 340 ps
root buffer cell = clkbuf_8
Flops after synth = 64
synthesized cell area = 0.00423 mm^2
Final period util = 39.1%
min-delay src = Count[37]
Max-area cell share = 37.8%
layout cells sized above 1 = 6.74%
Slew Limit Fails = 0
Hold Path End = Count[37]
max reg flops = 64
pin count of the biggest net entering global routing = 79
port buffer count = 131
clock skew = 10.7 ps
core area = 0.00822 mm^2
Routed WL = 12,700 um
cell family with most CP delay = buffers and inverters
DR iter-0 viols = 401
CTS resizes = 0
Max Clk Rate = 213 MHz
Hold Path Class = reg -> reg
dpl hpwl = 8580 um
Clock transition at path regs = 80 ps
[per-stage QoR]
step	area, um^2	cells	setup slack (ps)	hold slack [ps]	total power [mW]
floorplan	4230	521	8000	488	0.359
global placement	5580	728	7060	549	0.462
detailed placement	5580	728	6990	554	0.465
CTS	5750	743	7360	572	0.636
global route	5750	743	7120	606	0.668
finish	5750	743	7310	570	0.633
[layout by cell type (no fill, tap or decap), types with 3 or more instances in the layout]
cell	Yosys	final
buf_4	0	7
nand4_1	26	26
nand3_1	28	28
a21oi_1	49	49
nor3_1	27	27
inv_1	7	6
mux2i_1	5	5
o2bb2ai_1	4	4
nand2_1	59	59
o31ai_1	3	3
o21ai_0	35	35
dfrtp_1	64	64
nor2_1	39	39
a211oi_1	5	5
a311oi_1	5	5
o22ai_1	15	15
a32oi_1	3	3
nor3b_1	3	3
a22oi_1	14	14
or3_1	6	6
clkbuf_8	0	11
or4_1	8	8
o211ai_1	7	7
clkdlybuf4s50_1	0	129
and3_1	17	17
nor4_1	4	4
[logic make-up after synthesis]
kind of cell	after synthesis	share of synthesized area, %
and+or+nand+nor	243	31.9
DFF	64	37.8
AOI/OAI and AO/OA	164	24.8
muxes	5	1.18
adders and majority gates	1	0.296
buffers and inverters	44	4.02
[power by group]
part           switching, mW  internal (mW)  total, mW
Sequential            0.0500          0.245      0.295
Clock                 0.0862         0.0846      0.171
Combinational         0.0642          0.103      0.167
[worst register-to-register path, delay by kind of cell (launching register included)]
family | cells | cell delay, ps
simple gates | 5 | 1850
compound gates | 1 | 230
flops | 1 | 440
[final cells by class]
type / instances / area [um^2]
repair buffers: 138 / 1350
fillers: 661 / 2470
multi-input cells: 413 / 2460
clock buffers: 12 / 155
flip-flops and latches: 64 / 1600
well taps: 105 / 131
inverters: 8 / 30.0
clock inverters: 3 / 17.5
[how the worst max path moves through the flow]
| stage | start | endpoint | slack (ps) | cells past startpoint |
|---|---|---|---|---|
| CTS | load_en | Count[52] | 7360 | 8 |
| global route | load_en | Count[52] | 7120 | 8 |
| finish | load_en | Count[52] | 7310 | 8 |
[per-layer routing]
metal / vias to the layer above / track usage [%] / share of wire, %
li1: 2227 / - / -
met1: 2254 / 49.8 / 46
met2: 230 / 44.8 / 46
met3: 12 / 3.95 / 7.5
met4: 0 / 4.23 / 0.99
met5: - / 0 / 0
Power figures rest on the tool's default switching activity, not on a simulated workload.
