`/design/flow/design.v`:
```
module Shifter_grace #(
	parameter BitWidth = 32
)(
	input En,            
	input Left,          
	input RotateEnable,  
	input [BitWidth-1:0] dIN,         
	input [ShiftWidth-1:0] ShAmount,
	output [BitWidth-1:0] dOUT
);
	localparam ShiftWidth = $clog2(BitWidth);
	genvar i;
	wire [BitWidth-1:0] ReverseddIN;
	generate
		for (i=0; i<BitWidth; i = i + 1) begin : gen_ReverseddIN
			assign ReverseddIN[i] = dIN[BitWidth-i-1];
		end
	endgenerate
	logic [2*BitWidth-1:0] ShiftInput;
	wire [BitWidth-1:0] Zero = {BitWidth{1'b0}};
	always_comb
		case ({Left, RotateEnable})
			2'b00   : ShiftInput = { ReverseddIN, Zero };
			2'b01   : ShiftInput = { ReverseddIN, ReverseddIN };
			2'b10   : ShiftInput = { dIN, Zero };
			default : ShiftInput = { dIN, dIN };
		endcase
	wire [2*BitWidth-1:0] FullShifted = ShiftInput << ShAmount;
	wire [BitWidth-1:0] Shifted = FullShifted[2*BitWidth-1:BitWidth];
	wire [BitWidth-1:0] ReversedShifted;
	generate
		for (i=0; i<BitWidth; i = i + 1)
		begin : gen_ReversedShifted
			assign ReversedShifted[i] = Shifted[BitWidth-i-1];
		end
	endgenerate
	logic [BitWidth-1:0] out;
	always_comb
		case ({En, Left})
			2'b00,
			2'b01   : out = dIN;
			2'b11   : out = Shifted;
			default : out = ReversedShifted;
		endcase
	assign dOUT = out;
endmodule : Shifter_grace
```
`/design/flow/run.sh`:
```
#!/bin/bash
# OpenROAD 26Q1-2900-gdf79404cd8, Yosys 0.63+post, stock flow scripts
make -C /OpenROAD-flow-scripts/flow DESIGN_CONFIG=/design/flow/config.mk WORK_HOME=/design/flow/orfs finish
```
`/design/flow/config.mk`:
```
export PLATFORM = sky130hd
export DESIGN_NAME = Shifter_grace
export DESIGN_NICKNAME = Shifter_grace
export VERILOG_FILES = /design/flow/design.v
export SDC_FILE = /design/flow/constraint.sdc
export NUM_CORES = 4
export LEC_CHECK = 1
export CORE_UTILIZATION = 40
```
`/design/flow/constraint.sdc`:
```
current_design Shifter_grace

set clk_period 3.6
set clk_io_pct 0.2

create_clock -name clk0 -period $clk_period

set non_clock_inputs [all_inputs -no_clocks]
set_input_delay [expr $clk_period * $clk_io_pct] -clock clk0 $non_clock_inputs
set_output_delay [expr $clk_period * $clk_io_pct] -clock clk0 [all_outputs]
```
==> CHANGELOG.md <==
### Changed

* Crit path DRT at approximately 2.9 ns
* Clkbuf count at 0
* Fraction of layout cells with a size suffix above 1 at 71.1%
* Largest cells by area: mux4_2, mux2i_1, o221ai_1
* Final setup margin at -0.183 ns
* Yosys Warn Count at 1
* Routed wire length at 21900 microns
* Yosys cell count at around 440
* FF+latch count at 0
* Pin count of the biggest net entering global routing at 23
* Cycle use final at 105%
* Core Area at just under 9000 sq um
* Synth Seq Share at 0%
* Register area at 0 sq um
* Failing checks: setup timing
* Routed len/inst at about 26 microns
* Total congestion overflow at 0
* First-pass DRT Iterations at 5
* Vias at 5564
* 1st-iter DRT viols at ~420
* Most frequent cells after synthesis: mux2i_1, nand2_1, nor2_1
* DRC viols at 0
* First-pass GRT wire length at ~28000 microns
* Worst slew pin tran at between 0.5 and 0.6 ns
* Die W at approximately 96 microns
* Pre-CTS WS at -0.808 ns
* Standard-cell row count at 34
* Worst VDD drop at 0.103 mV
* Vias in the first global route at between 4k and 5k
* Height of the die at slightly below 100 microns
* Fa+ha+maj area frac at 0%
* Fin util at 85.8%
* RSZ-0062 raised after global routing: true
* # fillers at around 420
* Max Freq at about 260 MHz
* Worst Path Arrival at around 3.1 ns
* Initial antenna violation count at 1
* Worst setup path category: in2out
* PD cells at around 190 nW/um^2
* Layout area overhead at 109%
* Area fraction in mux cells at between 40% and 50%
* Crit end category: output pin
* Crit-path max FO at 8
* Crit start category: primary input
* Worst Hold Class: in2out
* Status: finished with violations
* Endpoints failing hold at 0
* Post-Synth XOR/XNOR Area at less than 1%
* Leak pwr at around 3.3 nW
* Simple share at ~17%
* Yosys top cell by instances: mux2i_1
* Num ports at 72
* Logic cell area at about 4300 sq um
* # setup viols final at 26
* Top cell area share at 20.8%
* Hold_ws at 1.93 ns
* Synthesis area per yosys at around 3600 sq um
* Max_cap viols at 0
* ANT nets after route at 0
* Die area at 9300 sq um
* GR Util All Layers at about 43%
* Count of cell types in the netlist at between 50 and 60
* DR vias/cell at approximately 6.6
* Placed wire-length estimate at 14400 microns
* CTS Hold Buffers Added at 0
* Fp_density at ~41%
* I/O Buffers at roughly 70
* Period minus WS final at between 3 and 4 ns
* Ant. Diodes at 0
* Gpl congestion at 1.02
* Gate Count Post-Synth at roughly 440
* Yosys aoi share at 30.8%
* Largest area contributor in the netlist: mux4_2
* Mean Syn Cell Area at just over 8 sq um
* Max-slew violation count at 0
* Synth Cell Area at between 3000 and 4000 sq um
* Dominant kind of combinational cell: multiplexers
* Slew HR at 62.4%
* Count of tool warnings at 34
final timing paths:
path,from,endpoint,slack [ns],depth (start not counted)
hold / removal,dIN[20],dOUT[20],1.93,5
setup / recovery,ShAmount[0],dOUT[26],-0.18,12
layer usage:
| layer | global-route usage [%] | vias to the layer above | wire length [microns] |
|---|---|---|---|
| met5 | 1.79 | - | 17 |
| met4 | 16.3 | 2 | 882 |
| met1 | 60.0 | 2703 | 8410 |
| li1 | - | 2398 | - |
| met2 | 66.4 | 394 | 9950 |
| met3 | 10.1 | 67 | 2670 |
cell families (layout without fill, tap and decap cells):
kind of cell,count (synthesis),after routing
buf+inv,52,357
mux,114,114
simple gates,125,125
xor+xnor,1,1
compound gates,143,143
through the flow:
| step | total power, mW | std cells | setup TNS [ns] | area (sq um) |
|---|---|---|---|---|
| detailed placement | 0.975 | 767 | -21.83 | 5700 |
| global route | 1.48 | 848 | -3.91 | 7450 |
| finish | 1.42 | 848 | -2.08 | 7450 |
| global placement | 0.970 | 767 | -21.84 | 5700 |
| CTS | 1.19 | 812 | -2.35 | 6770 |
| floorplan | 0.462 | 435 | 0 | 3570 |
area by class of cell:
| class | instances | area share, % |
|---|---|---|
| multi-input combinational | 383 | 57.2 |
| inverter | 11 | 0.739 |
| tap | 108 | 1.81 |
| timing repair buffer | 346 | 40.2 |
critical path, cell delays in order:
cell	delay [ns]
buf_16	0.13
buf_6	0.10
buf_6	0.08
mux4_2	0.50
mux2_4	0.32
a221oi_4	0.33
buf_4	0.16
nor2_2	0.04
a311oi_4	0.25
buf_4	0.19
o221ai_2	0.11
clkbuf_2	0.13
report_power, final:
| group | total [mW] | internal [mW] | switching (mW) |
|---|---|---|---|
| Clock | 0 | 0 | 0 |
| Combinational | 1.42 | 0.745 | 0.675 |
| Sequential | 0 | 0 | 0 |
cells in the final DEF, fill, tap and decap left out, types with 15 or more instances in the layout:
| cell | count |
|---|---|
| clkbuf_2 | 17 |
| nand2_1 | 25 |
| buf_2 | 24 |
| o221ai_2 | 17 |
| mux2_4 | 15 |
| nand2b_1 | 19 |
| nor2_1 | 20 |
| mux4_2 | 33 |
| mux2i_1 | 48 |
| buf_4 | 212 |
| buf_6 | 49 |
repair_timing:
action | in CTS | in global routing
gates cloned | 3 | 1
setup endpoints to repair | 32 | 31
pin swaps | 68 | 52
resized | 316 | 150
buffers inserted | 43 | 37
Power figures rest on the tool's default switching activity, not on a simulated workload.
