$ cat constraint.sdc
current_design Queue_TwoCounter

set clk_period 5.9
set clk_io_pct 0.2

create_clock -name clk0 -period $clk_period [get_ports {clk}]

set non_clock_inputs [all_inputs -no_clocks]
set_input_delay [expr $clk_period * $clk_io_pct] -clock clk0 $non_clock_inputs
set_output_delay [expr $clk_period * $clk_io_pct] -clock clk0 [all_outputs]
$ cat run.sh
#!/bin/bash
# OpenROAD 26Q1-2900-gdf79404cd8, Yosys 0.63+post, stock flow scripts
make -C /OpenROAD-flow-scripts/flow DESIGN_CONFIG=/design/flow/config.mk WORK_HOME=/design/flow/orfs finish
$ cat design.v
module Queue_TwoCounter #(
	parameter BitWidth = 32,
	parameter BufferDepth = 4
)(
	input clk,   
	input rst,   
	output dInREQ,
	input  dInACK,
	input  [BitWidth-1:0] dIN,
	output dOutACK,
	input  dOutREQ,
	output [BitWidth-1:0] dOUT,
	output BufferFull,
	output BufferEmpty
);
	localparam DepthBitWidth = ($clog2(BufferDepth));
		wire rEn;
		wire wEn;
		wire [DepthBitWidth:0] rAddr;
		wire [DepthBitWidth:0] wAddr;
		wire DepthDec;
		wire Depth_en;
		reg  [BitWidth-1:0] dBuff [(BufferDepth-1):0];	
		always_ff @(posedge clk) begin : proc_dBuffReset
			if(wEn) begin
					dBuff[wAddr[DepthBitWidth-1:0]] <= dIN;
			end
		end
		assign dOUT = dBuff[rAddr[DepthBitWidth-1:0]];
		assign wEn = dInREQ && dInACK;
		assign rEn = dOutREQ && dOutACK;
		assign DepthDec = !wEn && rEn;
		assign Depth_en = wEn ^ rEn;
		assign dOutACK = !BufferEmpty;
		assign dInREQ = !BufferFull;
		wire AddrMatch = wAddr[DepthBitWidth-1:0] == rAddr[DepthBitWidth-1:0];
		assign BufferEmpty = AddrMatch && !(wAddr[DepthBitWidth] ^ rAddr[DepthBitWidth]);
		assign BufferFull = AddrMatch && (wAddr[DepthBitWidth] ^ rAddr[DepthBitWidth]);
		QTC_Counter #(
			.bit_width(DepthBitWidth + 1)
		) HeadTracker (
			.clk   (clk),
			.clk_en(wEn),
			.rst   (rst),
			.dOUT  (wAddr)
		);
		QTC_Counter #(
			.bit_width(DepthBitWidth + 1)
		) TailTracker (
			.clk   (clk),
			.clk_en(rEn),
			.rst   (rst),
			.dOUT  (rAddr)
		);
endmodule : Queue_TwoCounter
module QTC_Counter #(
    parameter bit_width = 64
)(
	input clk,                    
	input clk_en,                 
	input rst,                    
	output [bit_width-1:0] dOUT   
);
	reg [bit_width-1:0] Count = '0;
	assign dOUT = Count;
	always_ff @(posedge clk or posedge rst) begin : proc_Count
		if(rst) begin
			Count <= '0;
		end 
	    else if(clk_en) begin
			Count <= Count + 1'b1;
		end
	end
endmodule
$ cat config.mk
export PLATFORM = sky130hd
export DESIGN_NAME = Queue_TwoCounter
export DESIGN_NICKNAME = Queue_TwoCounter
export VERILOG_FILES = /design/flow/design.v
export SDC_FILE = /design/flow/constraint.sdc
export NUM_CORES = 4
export LEC_CHECK = 1
export CORE_UTILIZATION = 50
==> impl_metrics.toml <==
# physical design summary
[final_timing]
fin_ws_ns = 1.93
fmax_ghz = 0.252
rsz0062_at_grt = "no"
hold_viol_final = 0
relSlewSlack = 0.482
finClkSkew_ns = 0.00885
finalSetupTns_ns = 0
final_max_slew_viol_count = 0
worst_pin_slew_ns = 0.777
timing.final.crit_share = 0.674
finalCriticalPeriod_ns = 3.97
setup_viol = 0
fin_hold_ws_ns = 0.567

[synthesis]
syn_area_sq_mm = 0.00511
syn-instance-count = 217
yosysWarningCount = 2
ys.flops = 134
synth_stat.cells = 217
ys_area_sq_mm = 0.00511
avgSynthCellArea_sq_um = 23.6
ys_seq_share = 0.781
ys_types = 21

[critical_path]
cp.arrival_ns = 2.79
critPathMaxFanout = 23
slowest_delay_ns = 0.88
critPathRequiredTime_ns = 4.72
crit_family = "flip-flops"
crit_type = "reg -> out"
cp-end-kind = "output pin"
crit_path_top_delay_cell = "dfrtp_2"
start_kind = "flip-flop"
path_buffers = 2
crit_path_cell_trace = "buf_4, mux4_2, clkdlybuf4s50_1"

[job]
warnings = 29
cap_violations = 0

[place]
place.gp.congestion = 0.779
numPortBuffers = 71
hpwl_microns = 5060
place_ws_ns = 2.38
placed_cells = 419
dpl_cell_area_sq_mm = 0.00598

[cts]
h-tree-depth = 4
cts_tree = "built"
ctsRootBufferMaster = "clkbuf_8"
post_cts_buffers = 0
clk_path_buf_depth = 2
clk_latency_ns = 0.50
cts_repair_resize_count = 0
cts_hold_buf = 0
numCtsBuffers = 17
clkTransAtPathRegs_ns = 0.06
clock-sinks = 134

[finish]
syn_to_final_growth_pct = 28.1
fin_area_sq_mm = 0.00655
drive_gt1_frac = 0.245
postLayoutCoreUtil = 0.667
fill_cells = 666
finalNonFillerCells = 451

[floorplan]
io_pins = 72
die_area_sq_mm = 0.0106
core-area_sq_mm = 0.00982
die-width_microns = 103
rows = 36
dieHeight_microns = 103
initial_core_util = 0.521

[drt]
wl_per_cell_microns = 19.1
num_vias = 2392
first_iter_violations = 64
routed_wl_microns = 8620
via_per_inst = 5.30
antenna_cells_inserted = 0
drc = 0
ant_nets = 0
first_pass_iters = 4

[pwr]
p_leak_nw = 2.18
power_density_mw_per_mm2 = 507
p_total_mw = 3.32
vdd_ir_drop_max_v = 0.000258

[grt]
grt_max_degree = 37
overflow = 0
grt_pass1_vias = 2606
antenna_found_initial = 0
track_usage = 0.198
grt_pass1_wl_microns = 13700

[min_path]
hp-class = "reg -> reg"

[status]
status = "completed"
power breakdown:
| part | internal (mW) | switching [mW] | total (mW) |
|---|---|---|---|
| Clock | 0.605 | 0.389 | 0.994 |
| Combinational | 0.582 | 0.373 | 0.956 |
| Sequential | 1.27 | 0.106 | 1.37 |
| Total | 2.45 | 0.868 | 3.32 |
path summary, 6_finish.rpt:
check	start	end	slack (ns)	cells past startpoint
min reg2reg	TailTracker.Count[2]	TailTracker.Count[2]	0.57	1
max reg2reg	TailTracker.Count[0]	dBuff[3][14]	3.33	3
min in group asynchronous	rst	HeadTracker.Count[2]	0.89	2
max	TailTracker.Count[0]	dOUT[21]	1.93	3
min	TailTracker.Count[2]	TailTracker.Count[2]	0.57	1
max in group asynchronous	rst	TailTracker.Count[1]	4.79	2
cells in the final DEF (no fill, tap or decap), drive strengths merged:
| cell | synthesis | layout |
|---|---|---|
| and2 | 3 | 3 |
| buf | 8 | 6 |
| ha | 5 | 5 |
| nand2 | 2 | 2 |
| dfrtp | 6 | 6 |
| bufinv | 0 | 2 |
| o31ai | 2 | 2 |
| clkinv | 0 | 4 |
| clkinvlp | 0 | 4 |
| nand3 | 2 | 2 |
| inv | 8 | 11 |
| mux4 | 32 | 32 |
| a211oi | 2 | 2 |
| nand2b | 2 | 2 |
| a21oi | 4 | 4 |
| xnor2 | 4 | 4 |
| edfxtp | 128 | 128 |
| xor2 | 5 | 5 |
| a31oi | 4 | 4 |
| clkdlybuf4s50 | 0 | 71 |
| clkbuf | 0 | 19 |
cells by family (layout without fill, tap and decap cells):
group | after synthesis | in the layout | share of synthesized area
AND-OR/OR-AND | 12 | 12 | 0.0171
XOR/XNOR | 9 | 9 | 0.0198
adder cells (fa/ha/maj) | 5 | 5 | 0.0122
buffers and inverters | 16 | 117 | 0.0191
flip-flops | 134 | 134 | 0.781
multiplexers | 32 | 32 | 0.141
AND/OR/NAND/NOR | 9 | 9 | 0.00955
layout make-up:
cell class	count	area [sq um]	share of cell area
repair buffers	77	756	0.115
well taps	133	166	0.0254
flip-flops and latches	134	4000	0.610
clock buffers	19	422	0.0644
multi-input cells	67	1030	0.158
inverters	8	30.0	0.00458
clock inverters	13	148	0.0225
worst reg2reg max path, stage by stage, from the launching register on:
cell and delay (ns):
dfrtp_2 0.88, xnor2_2 0.30, a31oi_4 0.64, buf_4 0.42
layer usage:
layer | track usage | vias up | wire (microns)
li1 | - | 1085 | -
met1 | 0.349 | 1187 | 3600
met2 | 0.282 | 106 | 4180
met3 | 0.0779 | 14 | 678
met4 | 0.0336 | 0 | 163
met5 | 0 | - | 0
sequential cells by signal, summed over array words and instances, names as in the netlist:
signal	cells
TailTracker.Count	3
HeadTracker.Count	3
dBuff	128
synth_stat cells:
library cell | number | area, sq um
a31oi_1 | 2 | 12.5
xor2_1 | 4 | 35.0
xnor2_2 | 2 | 32.5
inv_1 | 8 | 30.0
a211oi_1 | 2 | 15.0
o31ai_1 | 2 | 15.0
nand2b_1 | 2 | 12.5
xnor2_1 | 2 | 17.5
xor2_2 | 1 | 16.3
nand2_1 | 2 | 7.51
a31oi_2 | 2 | 25.0
a21oi_1 | 4 | 20.0
ha_1 | 5 | 62.6
dfrtp_1 | 6 | 150
buf_6 | 4 | 45.0
nand3_1 | 2 | 10.0
edfxtp_1 | 128 | 3840
mux4_2 | 32 | 721
and2_1 | 3 | 18.8
buf_4 | 1 | 7.51
buf_2 | 3 | 15.0
No activity file was given, so power comes from the tool's default toggle rates.
